--- design/flow/config.mk ---
export PLATFORM = sky130hd
export DESIGN_NAME = ram
export DESIGN_NICKNAME = ram
export VERILOG_FILES = /design/flow/design.v
export SDC_FILE = /design/flow/constraint.sdc
export NUM_CORES = 4
export LEC_CHECK = 1
export CORE_UTILIZATION = 50
--- design/flow/constraint.sdc ---
current_design ram

set clk_period 5.1
set clk_io_pct 0.2

create_clock -name clk0 -period $clk_period [get_ports {clk}]
create_clock -name clk1 -period $clk_period [get_ports {reset}]

set non_clock_inputs [all_inputs -no_clocks]
set_input_delay [expr $clk_period * $clk_io_pct] -clock clk0 $non_clock_inputs
set_output_delay [expr $clk_period * $clk_io_pct] -clock clk0 [all_outputs]
--- design/flow/design.v ---
module ram(input clk , input reset , input [3:0]address , inout [3:0]data , input [0:0]write);
reg [0:0]currentState__42ef3fd;
reg [3 : 0]data__92b72;
reg data_write_reg__20aac9b;
assign data = data_write_reg__20aac9b ? data__92b72 : 'bZ;
reg [3 : 0]mem[15 : 0];
always @(posedge reset)
currentState__42ef3fd = 0;
always @(posedge clk) begin
data_write_reg__20aac9b <= 0;
data__92b72 <= data;
if (currentState__42ef3fd == 0) begin
if (write) begin
mem[address] <= data;
currentState__42ef3fd <= 0;
end else begin
data__92b72 <= mem[address];
data_write_reg__20aac9b <= 1;
currentState__42ef3fd <= 0;
end
end else begin
currentState__42ef3fd = 0;
end
end
endmodule
--- design/flow/run.sh ---
#!/bin/bash
# OpenROAD 26Q1-2900-gdf79404cd8, Yosys 0.63+post, stock flow scripts
make -C /OpenROAD-flow-scripts/flow DESIGN_CONFIG=/design/flow/config.mk WORK_HOME=/design/flow/orfs finish
==> changes_impl.md <==
## Implementation

- Leak: 0.000959 uW
- Antenna viol nets, final: 0
- Clock slew at the register clock pins of the worst setup and hold paths: approximately 70 ps
- Most common reg cell: edfxtp_1
- Met3 wire length: 419 um
- Met1 Wirelength: 1890 um
- Placed Area: between 0.002 and 0.003 mm2
- # rows: 26
- Outcome: finished, final reports clean
- Reg2reg setup slack: 2390 ps
- First-pass GRT wire length: 6830 um
- Clock root cell: clkbuf_8
- Comb pwr share: 5.1%
- Switching Share: 20.6%
- GRT overflow: 0
- Antenna violations before repair: 0
- Clock buffer depth: 2
- CP max stage delay: about 910 ps
- Max Clock Skew: 5.25 ps
- Post-route DRC: 0
- Total Routed Length: 4380 um
- Inserted Clock Buffers: 9
- Final Max Tran Viols: 0
- Slew HR: ~40%
- CTS tree: built
- Die area: 0.00563 mm2
- Cell Type Count: 17
- Crit path launch type: register
- Starting DRT DRC Count: 95
- Largest net degree at the start of global routing: 18
- Placer Congestion: 0.780
- Internal power: 863 uW
- Net Switching: 224 uW
- Worst slew pin tran: approximately 900 ps
- Ys flops: 68
- Power Density: approximately 370 mW/mm2
- CTS Sinks: 68
- Log Warnings: 27
- Worst endpoint required time: 4080 ps
- Asr flop ratio synth: 0%
- Synthesized area: 0.00267 mm2
- Ant. Diodes: 0
- Unrepaired setup endpoints after global routing: false
- Syn_area_per_cell: just over 20 um2
- Placeable Area: approximately 0.0051 mm2
- Seq/Total Area, Yosys: about three quarters
- Clock power frac: a little under two fifths
- Hold_sp: data[1]
- Final setup violating endpoints: 0
- DR WL met2: between 1500 and 2000 um
- Hpwl dp: roughly 2800 um
- Detail-routed via count per cell: 5.74
- Number of enable flip-flop cells: 64
- Via count: approximately 1200
- FP Util: 52.2%
- IO Pins: 11
- Chip height: ~75 um
- Setup tns final: 0 ps
- Critical path class: reg -> out
- Yosys stat area: 0.00267 mm2
- Hold Path Class: in -> reg
- Sequential power share: 58.1%
- Max reg flops: 64
- Die width: 75.0 um
- Crit-path slowest cell: dfxtp_1
- Crit-path cells: mux4_1 > a22oi_1 > nand3_1
- Yosys warnings: 3
- Yosys cell count: approximately 130
- Drt first pass iters: 4
- Yosys top cell by area: edfxtp_1
- Fin area: 0.00295 mm2
- Area leader share: 72.1%
- Layout cells sized above 1: 11.6%
- Highest routing layer actually used: met4
- Max-cap viol count: 0
- Biggest area cells: edfxtp_1, mux4_1, dfxtp_1, nor2_1, nand3_1
- Worst path bufs/invs: 0
- Delay-heaviest family, CP: flip-flops
- Area growth, synth to finish: 10.5%
- Largest vdd supply drop: 406 uV
- GRT Total Usage: 19.7%
- CP max FO: 17
- Vias in the first global route: 1336
- IO buf count: 5
- Crit path capture type: output port
- Hold Buf Count CTS: 0
- H-tree Lvls: 3
- Setup bufs post-CTS: 0
- Top reg by flops: mem
- Hold Violations, Final: 0
- Largest regs: mem: 64 flops
- CTS resizes: 0
- CP arrival: roughly 2600 ps
- Mapped Cells: 130
- Mean routed wirelength per cell: approximately 20 um
cells in the final DEF (no fill, tap or decap):
| cell | n |
|---|---|
| nor2_1 | 13 |
| bufinv_16 | 1 |
| nor2b_1 | 2 |
| mux4_1 | 14 |
| or3b_2 | 1 |
| a22oi_1 | 4 |
| edfxtp_1 | 64 |
| nand3b_1 | 2 |
| dfxtp_1 | 4 |
| nand2b_1 | 2 |
| clkinv_2 | 4 |
| nand3_1 | 9 |
| nor3_1 | 4 |
| clkinv_1 | 2 |
| clkdlybuf4s50_1 | 5 |
| clkbuf_8 | 9 |
| nand2_1 | 5 |
| mux4_2 | 2 |
power groups by stage:
stage | sequential, uW | combinational, uW | clock [uW]
final | 631 | 55.8 | 399
after CTS | 632 | 56.3 | 407
after global routing | 633 | 61.0 | 429
layout make-up:
cell class	count	area, um2
tap	70	87.6
sequential	68	2000
fill	401	2160
timing repair buffer	5	50.0
clock inverter	7	57.6
clock buffer	9	124
multi-input combinational	58	624
worst reg2reg max path, stage by stage (launching register included):
cell and delay, ps:
dfxtp_1 910, mux4_1 690, a22oi_1 160, nand3_1 500
kinds of logic after synthesis:
family | Yosys count | synth area share (%)
DFF | 68 | 75.1
muxes | 16 | 15.5
and+or+nand+nor | 38 | 6.80
buffers and inverters | 4 | 1.50
AOI/OAI and AO/OA | 4 | 1.13
metrics by stage:
stage	utilization (%)	worst slack, ps	hold WS, ps	std cells	power (uW)
global placement	54.1	1880	1200	201	697
CTS	57.7	1400	917	217	1100
floorplan	-	2640	909	130	677
global route	57.7	1300	922	217	1120
detailed placement	54.1	1780	1260	201	700
finish	57.7	1490	929	217	1090
worst paths after layout:
path                                   end  depth (start not counted)
worst max register to register  mem[14][3]                          3
worst max-delay path               data[3]                          3
worst min-delay path            mem[10][1]                          0
worst min register to register   mem[3][1]                          2
cell usage after synthesis, types with 2 or more instances:
library cell,count
a22oi_1,4
nand3b_1,2
dfxtp_1,4
nor2_1,13
nand2b_1,2
nor2b_1,2
nand2_1,5
edfxtp_1,64
nand3_1,9
mux4_2,2
nor3_1,4
mux4_1,14
layer usage:
layer / vias up / track usage (%)
met5: - / 0
met4: 0 / 3.77
met3: 9 / 10.0
met2: 54 / 28.0
met1: 614 / 32.6
li1: 569 / -
Power and IR drop assume default switching activity.
